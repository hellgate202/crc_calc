<file path="flow/run.sh">
#!/bin/bash
# OpenROAD 26Q1-2900-gdf79404cd8, Yosys 0.63+post, stock flow scripts
make -C /OpenROAD-flow-scripts/flow DESIGN_CONFIG=/design/flow/config.mk WORK_HOME=/design/flow/orfs finish
</file>
<file path="flow/config.mk">
export PLATFORM = sky130hd
export DESIGN_NAME = crc_calc
export DESIGN_NICKNAME = crc_calc
export VERILOG_FILES = /design/flow/design.v
export SDC_FILE = /design/flow/constraint.sdc
export NUM_CORES = 4
export LEC_CHECK = 1
export CORE_AREA = 10 10 88 88
export DIE_AREA = 0 0 98 98
</file>
<file path="flow/constraint.sdc">
current_design crc_calc

set clk_period 2.6
set clk_io_pct 0.2

create_clock -name clk0 -period $clk_period [get_ports {clk_i}]

set non_clock_inputs [all_inputs -no_clocks]
set_input_delay [expr $clk_period * $clk_io_pct] -clock clk0 $non_clock_inputs
set_output_delay [expr $clk_period * $clk_io_pct] -clock clk0 [all_outputs]
</file>
<file path="flow/design.v">
module crc_calc #(
  parameter bit [63 : 0] POLY       = 16'h8005,
  parameter int          CRC_SIZE   = 16,
  parameter int          DATA_WIDTH = 8,
  parameter bit [63 : 0] INIT       = 16'h0000,
  parameter int          REF_IN     = 1,
  parameter int          REF_OUT    = 1,
  parameter bit [63 : 0] XOR_OUT    = 16'hffff
)(
  input                       clk_i,
  input                       rst_i,
  input                       soft_reset_i,
  input                       valid_i,
  input  [DATA_WIDTH - 1 : 0] data_i,
  output [CRC_SIZE - 1 : 0]   crc_o
);
logic [CRC_SIZE - 1 : 0] crc;
logic [CRC_SIZE - 1 : 0] crc_next;
logic [CRC_SIZE - 1 : 0] crc_prev;
always_ff @( posedge clk_i )
  if( rst_i )
    crc <= INIT[CRC_SIZE - 1 : 0];
  else
    if( soft_reset_i )
      crc <= INIT[CRC_SIZE - 1 : 0];
    else
      if( valid_i )
        crc <= crc_next;
assign crc_o = crc ^ XOR_OUT[CRC_SIZE - 1 : 0];
generate
  if( REF_OUT )
    if( REF_IN )
      begin : ref_out_ref_in
        always_comb
          begin
            crc_next = crc;
            crc_prev = crc;
            for( int i = 0 ; i < DATA_WIDTH; i++ )
              begin
                crc_next[CRC_SIZE - 1] = crc_prev[0] ^ data_i[i];
                for( int j = 1; j < CRC_SIZE; j++ )
                  if( POLY[j] )
                    crc_next[CRC_SIZE - 1 - j] = crc_prev[CRC_SIZE - j] ^ crc_prev[0] ^ data_i[i];
                  else
                    crc_next[CRC_SIZE - 1 - j] = crc_prev[CRC_SIZE - j]; 
                 crc_prev = crc_next;
              end
          end
      end
    else
      begin : ref_out_n_ref_in
        always_comb
          begin
            crc_next = crc;
            crc_prev = crc;
            for( int i = 0; i < DATA_WIDTH; i++ )
              begin
                crc_next[0] = crc_prev[CRC_SIZE - 1] ^ data_i[i];
                for( int j = 1; j < CRC_SIZE; j++ )
                  if( POLY[j] )
                    crc_next[j] = crc_prev[j - 1] ^ crc_prev[CRC_SIZE - 1] ^ data_i[i];
                  else
                    crc_next[j] = crc_prev[j - 1];
                crc_prev = crc_next;
              end
          end
      end
  else
    if( REF_IN )
      begin : n_ref_out_ref_in
        always_comb
          begin
            crc_next = crc;
            crc_prev = crc;
            for( int i = 0; i < DATA_WIDTH; i ++ )
              begin
                crc_next[CRC_SIZE - 1] = crc_prev[0] ^ data_i[ DATA_WIDTH - 1 - i];
                for( int j = 1; j < CRC_SIZE; j++ )
                  if( POLY[j] )
                    crc_next[CRC_SIZE - 1 - j] = crc_prev[CRC_SIZE - j] ^ crc_prev[0] ^ data_i[DATA_WIDTH - 1 - i];
                  else
                    crc_next[CRC_SIZE - 1 - j] = crc_prev[CRC_SIZE - j];
                crc_prev = crc_next;
              end
          end
      end
    else
      begin : n_ref_out_n_ref_in
        always_comb
          begin
            crc_next = crc;
            crc_prev = crc;
            for( int i = 0; i < DATA_WIDTH; i ++ )
              begin
                crc_next[0] = crc_prev[CRC_SIZE - 1] ^ data_i[DATA_WIDTH - 1 - i];
                for( int j = 1; j < CRC_SIZE; j++ )
                  if( POLY[j] )
                    crc_next[j] = crc_prev[j - 1] ^ crc_prev[CRC_SIZE - 1] ^ data_i[DATA_WIDTH - 1 - i];
                  else
                    crc_next[j] = crc_prev[j - 1];
                crc_prev = crc_next;
              end
          end
      end
endgenerate
endmodule
</file>
==> reports/results.tsv <==
stage	metric	value	unit
status	status	finished, final reports clean	
finish	fillers	632	
finish	reg_top3	crc x16	
finish	regMostFlops	crc	
synth	yosys_most_used_dff	dfxtp_1	
critical_path	worst-setup-path-type	in -> reg	
floorplanning	die_h	98	um
synth	yosysUniqueCellTypes	18	
global_route	grt_util_all_layers	0.0413	
sta	finClkSkew	4.31	ps
sta	drv_slew	0	
sta	timing.final.ws_setup	384	ps
sta	period_used_share	0.852	
detailed_routing	via_count	623	
detailed_routing	first_pass_iters	3	
hold_path	hp-class	reg -> reg	
detailed_routing	drt-initial-drc-count	23	
critical_path	cp.buffers_inverters	1	
clock_tree	clk_pin_slew_worst_paths	60	ps
clock_tree	cts_buffers	3	
clock_tree	cts-root-buf	clkbuf_8	
place	gp_congestion	0.717	
detailed_routing	routed.top_layer	met4	
critical_path	crit_path_start_kind	input pin	
power	p_leak	0.450	nW
synth	yosys_area	855	um^2
finish	drive_gt1_frac	0.0833	
clock_tree	cts_resized	0	
critical_path	critPathLaunch	data_i[1]	
clock_tree	cts_buffer_depth	2	
global_route	gr-total-overflow	0	
floorplanning	die-area	9600	um^2
floorplanning	rows	28	
sta	setup_viol	0	
floorplanning	core_area	5920	um^2
synth	avgSynthCellArea	9.29	um^2
critical_path	end_kind	register	
synth	ys_warn_count	1	
critical_path	slowest_delay	490	ps
place	post-place-ws	125	ps
critical_path	cp_slowest_cell	xnor3_2	
finish	largest_reg_flops	16	
synth	synth_area	855	um^2
floorplanning	io_pins	28	
detailed_routing	antenna_left	0	
hold_path	min_to	crc[11]$_SDFFE_PP0P_	
synth	synthArstFlopShare	0	
sta	hold_viol_final	0	
detailed_routing	wirelength_met1	875	um
detailed_routing	dr_wl_met3	230	um
detailed_routing	insertedDiodeCount	0	
critical_path	required	2780	ps
synth	edf_count	0	
sta	setup_tns	0	ps
hold_path	holdCritStartpoint	crc[11]$_SDFFE_PP0P_	
sta	fmax	0.451	GHz
global_route	grt_max_degree	25	
detailed_routing	wl_met2	855	um
critical_path	path_delay_family	XOR/XNOR gates	
sta	worst_pin_slew	327	ps
critical_path	r2r_cells	6	
clock_tree	htree_num_levels	1	
critical_path	rr_startpoint	crc[1]$_SDFFE_PP0P_	
critical_path	regToRegSetupSlack	730	ps
detailed_routing	post_drt_via_cell_ratio	3.19	
finish	syn2layout_area_growth	45.5	%
synth	yosys_cells	92	
power	powerDensity	540	nW/um^2
critical_path	r2r_end	crc[0]$_SDFFE_PP0P_	
hold_path	hold_path_depth	2	
sta	period_minus_slack	2220	ps
detailed_routing	wl_per_cell	10.1	um
synth	ys_seq_frac	0.375	
sta	grt_setup_unrepaired	no	
global_route	grt_pass1_wl	3240	um
global_route	grt_pass1_vias	647	
power	ir_drop	207	uV
job	warnings	25	
job	cap_viol_max_count	0	
detailed_routing	drc	0	
detailed_routing	wl	1980	um
clock_tree	clk_latency	250	ps
clock_tree	ctsHoldBuffers	0	
floorplanning	chipWidth	98	um
sta	maxSlewHeadroom	0.780	
critical_path	crit_fanout	2	
floorplanning	initCoreUtil	0.144	
critical_path	arrival	2390	ps
sta	whs	503	ps
synth	netlist_instances	92	
clock_tree	cts_sinks	16	
clock_tree	tritoncts	done	
global_route	antenna_found_initial	0	
clock_tree	post_cts_buffers	0	
place	io_buffers	27	
place	post-dp-hpwl	1610	um
synth	ys_ff	16	
critical_path	crit_chain	clkdlybuf4s50_1 -> xnor2_1 -> xor2_1 -> xnor3_2 -> xnor2_2 -> a31o_1 -> a21oi_1	
## stage by stage
stage                     utilization  power [mW]  instance area [um^2]  cells
after global placement          0.201       0.464                  1190    191
final                           0.210       0.672                  1240    195
after CTS                       0.210       0.686                  1240    195
after floorplan                     -       0.402                   855     92
after detailed placement        0.201       0.466                  1190    191
after global routing            0.210       0.718                  1240    195
## how the worst max path moves through the flow
| stage | endpoint | slack (ps) | depth (start not counted) |
|---|---|---|---|
| after global routing | crc[0]$_SDFFE_PP0P_ | 310 | 7 |
| after CTS | crc[0]$_SDFFE_PP0P_ | 350 | 7 |
| final | crc[0]$_SDFFE_PP0P_ | 380 | 7 |
## metal layers
layer,global-route usage,vias to the layer above
met1,0.0494,262
li1,-,341
met4,0.00447,0
met3,0.0263,2
met5,0,-
met2,0.0629,18
## cell families after synthesis
kind of cell    count (synthesis)  synth area share
compound gates                  9            0.0747
xor+xnor                       20             0.240
buf+inv                        21             0.123
flops                          16             0.375
mux                             9             0.105
simple gates                   17            0.0820
## cell usage in the layout, fill, tap and decap left out, drive strengths merged
cell	netlist	routed
a211oi	6	6
a21oi	2	2
a31o	1	1
buf	2	2
clkbuf	3	4
clkdlybuf4s50	0	27
dfxtp	16	16
inv	16	16
mux2i	9	9
nand2	1	1
nor2	14	14
or2	1	1
or2b	1	1
xnor2	17	17
xnor3	1	1
xor2	2	2
## worst reg2reg max path, stage by stage, from the launching register on
cell,delay [ps]
dfxtp_1,330
xnor2_1,290
xor2_1,220
xnor3_2,490
xnor2_2,150
a31o_1,220
a21oi_1,110
## Yosys cell counts, types with 2 or more instances
| master | count | area share |
|---|---|---|
| mux2i_1 | 9 | 0.11 |
| buf_6 | 2 | 0.026 |
| xor2_1 | 2 | 0.021 |
| inv_1 | 16 | 0.070 |
| xnor2_1 | 15 | 0.15 |
| xnor2_2 | 2 | 0.038 |
| a21oi_1 | 2 | 0.012 |
| nor2_1 | 14 | 0.061 |
| a211oi_1 | 6 | 0.053 |
| dfxtp_1 | 16 | 0.37 |
## report_power, final
group | leakage, nW | internal [mW] | switching [mW]
logic | 0.291 | 0.114 | 0.0740
registers | 0.130 | 0.259 | 0.0104
clock network | 0.0288 | 0.134 | 0.0807
total | 0.450 | 0.507 | 0.165
## final cells by class
class                      instances  area [um^2]  area share
inverter                          16         60.1      0.0483
clock buffer                       4         55.1      0.0443
tap                               75         93.8      0.0755
sequential                        16          320       0.258
timing repair buffer              29          285       0.229
multi-input combinational         55          429       0.345
No activity file was given, so power comes from the tool's default toggle rates.
